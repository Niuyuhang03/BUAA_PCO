--- flow/run.sh ---
#!/bin/bash
# OpenROAD 26Q1-2900-gdf79404cd8, Yosys 0.63+post, stock flow scripts
make -C /OpenROAD-flow-scripts/flow DESIGN_CONFIG=/design/flow/config.mk WORK_HOME=/design/flow/orfs finish
--- flow/config.mk ---
export PLATFORM = sky130hd
export DESIGN_NAME = Mregs
export DESIGN_NICKNAME = Mregs
export VERILOG_FILES = /design/flow/design.v
export SDC_FILE = /design/flow/constraint.sdc
export NUM_CORES = 4
export LEC_CHECK = 1
export CORE_UTILIZATION = 30
--- flow/constraint.sdc ---
current_design Mregs

set clk_period 1.6
set clk_io_pct 0.2

create_clock -name clk0 -period $clk_period [get_ports {clk}]

set non_clock_inputs [all_inputs -no_clocks]
set_input_delay [expr $clk_period * $clk_io_pct] -clock clk0 $non_clock_inputs
set_output_delay [expr $clk_period * $clk_io_pct] -clock clk0 [all_outputs]
--- flow/design.v ---
`timescale 1ns / 1ps
module Mregs(
	input clk,
	input reset,
	input [31:0] IR,
	input [31:0] PC8,
	input [31:0] AO,
	input [31:0] V2,
	input [4:0] RFA3,
	input MemWrite,
	input movzres,
	output reg [4:0] RFA3M,
	output reg [31:0] IR_M,
	output reg [31:0] PC8_M,
	output reg [31:0] AO_M,
	output reg [31:0] V2_M,
	output reg [1:0] Res_M,
	output reg MemWrite_M,
	output reg movzres_M
    );
	wire addu = (IR[31:26] == 6'b0 && IR[5:0] == 6'b100001) ? 1 : 0;
	wire subu = (IR[31:26] == 6'b0 && IR[5:0] == 6'b100011) ? 1 : 0;
	wire jr = (IR[31:26] == 6'b0 && IR[5:0] == 6'b001000) ? 1 : 0;
	wire jalr = (IR[31:26] == 6'b0 && IR[5:0] == 6'b001001) ? 1 : 0;
	wire ori = (IR[31:26] == 6'b001101) ? 1 : 0;
	wire lw = (IR[31:26] == 6'b100011) ? 1 : 0;
	wire sw = (IR[31:26] == 6'b101011) ? 1 : 0;
	wire beq = (IR[31:26] == 6'b000100) ? 1 : 0;
	wire lui = (IR[31:26] == 6'b001111) ? 1 : 0;
	wire xori = (IR[31:26] == 6'b001110) ? 1 : 0;
	wire jal = (IR[31:26] == 6'b000011) ? 1 : 0;
	wire j = (IR[31:26] == 6'b000010) ? 1 : 0;
	wire movz = (IR[31:26] == 6'b0 && IR[5:0] == 6'b001010) ? 1 : 0;
	initial begin
		IR_M = 0;
		PC8_M = 32'h00003010;
		AO_M = 0;
		V2_M = 0;
		Res_M = 0;
		RFA3M = 0;
		MemWrite_M = 0;
		movzres_M = 0;
	end
	always @(posedge clk) begin
		if (reset == 1) begin
			IR_M = 0;
			PC8_M = 32'h00003010;
			AO_M = 0;
			V2_M = 0;
			RFA3M = 0;
			MemWrite_M = 0;
			Res_M = 0;
			movzres_M = 0;
		end
		else begin
			Res_M = (addu || subu || ori || lui || movz) ? 2'b01 :
						lw ? 2'b10 :
					  (jalr || jal) ? 2'b11 : 2'b00;
			IR_M <= IR;
			PC8_M <= PC8;
			AO_M <= AO;
			V2_M <= V2;
			RFA3M <= RFA3;
			MemWrite_M <= MemWrite;
			movzres_M <= movzres;
		end
	end
endmodule
==> impl_metrics.ini <==
; synthesis and place-and-route metrics
[status]
status = completed

[sta]
layout_min_cycle_time_ps = 1560
rsz0062_at_grt = no
slew_violations = 0
final_hold_viol_count = 0
setup_violations = 0
fin_hold_ws_ps = 308
fin_crit_sh_pct = 97.3
max_freq_mhz = 642
tightest_slew_ps = 369
fin_ws_ps = 42.8
slew_headroom_pct = 75.4

[worst_setup_path]
crit_chain = clkdlybuf4s50_1
crit_fanout = 1
crit_type = reg -> out
crit_buf_inv = 1
critPathMaxStageDelay_ps = 520
cp-start-kind = register
arrival_ps = 1240
cp-end-kind = output port
crit_required_ps = 1280
path_delay_family = buffers and inverters
slowest_stage = clkdlybuf4s50_1

[grt]
grt_busiest_layer = met2
antenna_found_initial = 0
grt_pass1_vias = 2960
grt.total_usage_pct = 15.8
grt_pass1_wl_mm = 15.1
globalRoute.totalOverflow = 0
grt_max_degree = 53
gr-usage-met3_pct = 8.50
grt_use_met1_pct = 19.0
grt_util_met2_pct = 26.1

[drt]
viasPerCell = 3.91
ant_nets = 0
n_antenna_cell = 0
wirelength_mm = 10.2
detail_route.wl_per_cell_um = 13.2
num_vias = 3008
drc = 0
drt-initial-drc-count = 100
first_pass_iters = 3

[final_layout]
area_delta_synth_final_pct = 95.0
drive_above_1_share_pct = 7.32
fin_area_um2 = 7340
utilization_pct = 60.6

[yosys]
ys.warnings.count = 1
ys_seq_share_pct = 72.8
yosysCellCount = 302
synth.top_cell.area_share_pct = 72.8
postSynthAreaPerCell_um2 = 12.5
top_area_cell = dfxtp_1
ys_types = 19
syn_area_um2 = 3760
ys_top_cells_by_area = dfxtp_1 73%, nor2b_1 22%, clkbuf_1 0.80%, nor4_4 0.56%, nor4bb_1 0.53%
syn_inst = 302
ys.flops = 137
yosys_area_um2 = 3760

[cts]
clock_path_buffers = 2
cts-root-buf = clkbuf_16
cts_hold_buffers = 0
clk_pin_slew_ps = 50
cts_tree = built
numCtsBuffers = 17
htreeDepth = 4
cts.sinks = 137

[job]
stage_log_warnings = 25
max_cap_viol_count = 0

[pwr]
internal-power_uw = 6730
sw_frac_of_total_pct = 18.7
ir_drop_v = 0.00106
pwr-share-comb_pct = 10.3
power_per_cell_area_nw_per_um2 = 1130
total_leakage_power_uw = 0.00288
power.switching_uw = 1540
pwr-share-seq_pct = 44.0
p_clk_share_pct = 45.7

[min_path]
min_path_type = in -> reg

[floorplanning]
initCoreUtil_pct = 31.1
die_h_um = 114
coreArea_um2 = 12100
die_area_um2 = 13000
ios = 274
core.rowCount = 40
die_w_um = 114

[place]
pre_cts_ws_ps = -53.3
placed_area_um2 = 6740
hpwl_mm = 7.58
port_buffers = 273
place_congestion = 0.754
state kept, by name, indices dropped and copies added, names as in the netlist:
register and count:
AO_M 32, IR_M 32, MemWrite_M 1, PC8_M 32, RFA3M 5, Res_M 2
V2_M 32, movzres_M 1
kinds of logic (layout without fill, tap and decap cells):
| kind of cell | count (synthesis) | count (layout) | share of synthesized area [%] |
|---|---|---|---|
| AND-OR/OR-AND | 4 | 4 | 0.931 |
| buffers and inverters | 16 | 315 | 1.69 |
| flip-flops | 137 | 137 | 72.8 |
| AND/OR/NAND/NOR | 145 | 145 | 24.5 |
metal layers:
metal,part of all wire (%),wire length [µm]
met2,49,4960
met1,37,3790
met5,0,0
met3,13,1330
met4,0.81,82
power groups by stage:
stage | Combinational [µW] | Clock (µW) | Sequential, µW
finish | 854 | 3780 | 3640
global route | 926 | 4040 | 3650
CTS | 871 | 3880 | 3640
final timing paths:
check	start	end	slack [ps]	depth (start not counted)
max	IR_M[0]	IR_M[0]	40	1
min	reset	IR_M[3]	310	2
synth_stat cells (all sizes together):
cell type and count:
o32ai 1, nand3 1, a311oi 1, nand4b 1, nor2b 131, clkbuf 8, and2 1, or2 3
a21oi 2, nor4 1, nand2 1, buf 7, nor4bb 2, nor2 3, dfxtp 137, inv 1
nand4 1
timing repair:
action	in CTS	in global routing
gates resized	0	2
setup endpoints to repair	0	2
buffers inserted	0	0
metrics by stage:
stage	std cells	total power (µW)	setup TNS, ps
4_1_cts	769	8400	0
2_1_floorplan	302	3830	0
5_1_grt	769	8620	0
3_3_place_gp	737	4570	-82.2
3_5_place_dp	737	4570	-70.5
6_report	769	8280	0
cell usage in the layout, fill, tap and decap left out, types with 2 or more instances in the layout:
cell / synthesis / final
clkdlybuf4s50_1: 0 / 270
dfxtp_1: 137 / 137
nor2b_1: 131 / 131
clkbuf_16: 0 / 17
clkbuf_8: 0 / 8
buf_4: 0 / 8
clkinv_2: 0 / 4
or2_1: 3 / 3
nor2_1: 2 / 2
nor4bb_1: 2 / 2
a21oi_1: 2 / 2
dlymetal6s2s_1: 0 / 2
buf_12: 0 / 2
area by class of cell:
class | count | area [µm²]
multi-input combinational | 149 | 958
tap | 168 | 210
sequential | 137 | 2740
timing repair buffer | 282 | 2830
clock inverter | 6 | 58.8
inverter | 1 | 3.75
fill | 959 | 4770
clock buffer | 26 | 539
Power and IR drop assume default switching activity.
