[run.sh]
#!/bin/bash
# OpenROAD 26Q1-2900-gdf79404cd8, Yosys 0.63+post, stock flow scripts
make -C /OpenROAD-flow-scripts/flow DESIGN_CONFIG=/design/flow/config.mk WORK_HOME=/design/flow/orfs finish
[config.mk]
export PLATFORM = sky130hd
export DESIGN_NAME = Wregs
export DESIGN_NICKNAME = Wregs
export VERILOG_FILES = /design/flow/design.v
export SDC_FILE = /design/flow/constraint.sdc
export NUM_CORES = 4
export LEC_CHECK = 1
export CORE_AREA = 10 10 157 157
export DIE_AREA = 0 0 167 167
[constraint.sdc]
current_design Wregs

set clk_period 1.9
set clk_io_pct 0.2

create_clock -name clk0 -period $clk_period [get_ports {clk}]

set non_clock_inputs [all_inputs -no_clocks]
set_input_delay [expr $clk_period * $clk_io_pct] -clock clk0 $non_clock_inputs
set_output_delay [expr $clk_period * $clk_io_pct] -clock clk0 [all_outputs]
[design.v]
`timescale 1ns / 1ps
module Wregs(
	input clk,
	input reset,
	input [31:0] IR,
	input [31:0] PC8,
	input [31:0] AO,
	input [31:0] DR,
	input [4:0] RFA3,
	input RegWrite,
	input [1:0] WDsel,
	output reg [4:0] RFA3W,
	output reg [31:0] PC8_W,
	output reg [31:0] AO_W,
	output reg [31:0] DR_W,
	output reg [1:0] Res_W,
	output reg RegWrite_W,
	output reg [1:0] WDsel_W
    );
	wire addu = (IR[31:26] == 6'b0 && IR[5:0] == 6'b100001) ? 1 : 0;
	wire subu = (IR[31:26] == 6'b0 && IR[5:0] == 6'b100011) ? 1 : 0;
	wire jr = (IR[31:26] == 6'b0 && IR[5:0] == 6'b001000) ? 1 : 0;
	wire jalr = (IR[31:26] == 6'b0 && IR[5:0] == 6'b001001) ? 1 : 0;
	wire ori = (IR[31:26] == 6'b001101) ? 1 : 0;
	wire lw = (IR[31:26] == 6'b100011) ? 1 : 0;
	wire sw = (IR[31:26] == 6'b101011) ? 1 : 0;
	wire beq = (IR[31:26] == 6'b000100) ? 1 : 0;
	wire lui = (IR[31:26] == 6'b001111) ? 1 : 0;
	wire xori = (IR[31:26] == 6'b001110) ? 1 : 0;
	wire jal = (IR[31:26] == 6'b000011) ? 1 : 0;
	wire j = (IR[31:26] == 6'b000010) ? 1 : 0;
	wire movz = (IR[31:26] == 6'b0 && IR[5:0] == 6'b001010) ? 1 : 0;
	initial begin
		PC8_W = 32'h00003014;
		AO_W = 0;
		DR_W = 0;
		Res_W = 0;
		RFA3W = 0;
		RegWrite_W = 0;
		WDsel_W = 0;
	end
	always @(posedge clk) begin
		if (reset == 1) begin
			PC8_W = 32'h00003014;
			AO_W = 0;
			DR_W = 0;
			RFA3W = 0;
			RegWrite_W = 0;
			WDsel_W = 0;
			Res_W = 0;
		end
		else begin
			Res_W <= (addu || subu || ori || lui  || movz) ? 2'b01 :
						lw ? 2'b10 :
					  (jalr || jal) ? 2'b11 : 2'b00;
			PC8_W <= PC8;
			AO_W <= AO;
			DR_W <= DR;
			RFA3W <= RFA3;
			RegWrite_W <= RegWrite;
			WDsel_W <= WDsel;
		end
	end
endmodule
==> impl_metrics.py <==
# Flow results
metrics = {
    "critical_path": {
        "critical-path-slowest-cell": "sky130_fd_sc_hd__clkdlybuf4s50_1",
        "cp_peak_stage_delay_ns": 0.51,
        "startpoint_type": "flip-flop",
        "required_arrival_time_at_the_worst_endpoint_ns": 1.52,
        "crit_path_max_fanout": 1,
        "timing.setup.critical_path_class": "flip-flop to output port",
        "worst_setup_path_end_kind": "output port",
        "buffers_and_inverters_on_the_worst_path": 1,
        "critical_path.cell_chain": "clkdlybuf4s50_1",
        "critPathArrivalTime_ns": 1.18,
        "cp_top_family": "buffers and inverters",
    },
    "yosys": {
        "area_leaders": "sky130_fd_sc_hd__dfxtp_1 (72%), sky130_fd_sc_hd__nor2b_1 (21%), sky130_fd_sc_hd__or2_2 (0.85%)",
        "postSynthAreaPerCell_sq_um": 12.5,
        "summed_standard_cell_area_reported_by_yosys_sq_um": 2950,
        "post_synth_inst_count": 236,
        "yosys-stat-cells": 236,
        "synth_area_leader_cell": "sky130_fd_sc_hd__dfxtp_1",
        "synth_flop_count": 106,
        "yosys_warnings": 1,
        "yosysTopAreaCellShare_pct": 72.0,
        "synth.yosys.seq_area_share_pct": 72.0,
        "syn_area_sq_um": 2950,
        "unique_cell_types": 21,
    },
    "drt": {
        "routed_wirelength_mm": 10.3,
        "violation_count_after_the_first_detailed_route_iteration": 79,
        "drt_drc_violations_left": 0,
        "route.vias.total": 2370,
        "drtPass1Iterations": 2,
        "antenna_left": 0,
        "vias_per_cell": 3.19,
        "routed_wire_length_per_instance_um": 13.8,
    },
    "pwr": {
        "power_frac_comb_pct": 11.9,
        "clock_power_share_pct": 39.8,
        "cellLeakagePower_uw": 0.00216,
        "power.net_switching_uw": 1030,
        "irDropWorstVdd_mv": 0.422,
        "power_frac_seq_pct": 48.3,
        "power_switching_share_pct": 20.9,
        "internal_pwr_total_uw": 3870,
        "power.density_cell_area_nw_per_um2": 843,
    },
    "final_timing": {
        "finalSetupTns_ns": 0,
        "achievable-frequency_mhz": 642,
        "rsz0062_at_grt": "no",
        "worst_pin_slew_ns": 0.617,
        "hold_slack_ns": 0.530,
        "timing.max_slew.rel_slack_pct": 58.9,
        "post-route-period-util_pct": 82.0,
        "post-route-min-period_ns": 1.56,
        "report.final.hold_viol_count": 0,
        "timing_max_transition_violations_final": 0,
        "finalSetupViolations": 0,
    },
    "global_route": {
        "groute.layer.met3.usage_pct": 5.61,
        "via_count_of_the_first_global_routing_pass": 2593,
        "gr-usage-met1_pct": 7.89,
        "gr-usage-all-layers_pct": 7.28,
        "global_route_wire_length_before_repair_mm": 15.9,
        "gr-total-overflow": 0,
        "antenna_violations_before_repair": 1,
        "grt_max_degree": 53,
        "met2_usage_in_global_routing_pct": 11.4,
        "global_route.peak_usage_layer": "met2",
    },
    "final_layout": {
        "layout_top_cells_excl_fill_tap": "sky130_fd_sc_hd__clkdlybuf4s50_1 (222), sky130_fd_sc_hd__dfxtp_1 (106), sky130_fd_sc_hd__nor2b_1 (99)",
        "layout_stage_area_growth_over_the_synthesis_result_pct": 97.3,
        "layout-drive-gt1-share_pct": 5.78,
        "utilization_pct": 27.5,
        "post_layout_nonfiller_instances": 743,
        "layout_top_cell_excl_fill_tap": "sky130_fd_sc_hd__clkdlybuf4s50_1",
        "finalInstanceArea_sq_um": 5810,
    },
    "die": {
        "die_x_um": 167,
        "total_die_area_sq_um": 27900,
        "die_height_um": 167,
        "io-pin-count": 244,
        "initCoreUtil_pct": 13.9,
        "floorplan.rows": 53,
        "core_sq_um": 21200,
    },
    "placed_design": {
        "globalplace.congestion": 0.804,
        "dpl.cell_count": 726,
        "dpl.hpwl_mm": 8.23,
        "port-buffer-count": 223,
        "detailed_place.area_sq_um": 5500,
    },
    "clocking": {
        "cts_tree": "built",
        "cts_resized": 0,
        "clk_root_buffer_cell": "sky130_fd_sc_hd__clkbuf_16",
        "postCtsSetupBuffers": 0,
        "path_clk_slew_ns": 0.07,
        "cts_inserted_buffers": 9,
        "ctsLongestPathBuffers": 2,
        "cts_hold_buffers": 0,
        "clock_sink_count": 106,
        "cts_htree_levels": 3,
    },
    "run_status": {
        "run_status": "complete, no violations",
    },
    "hold_path": {
        "hold_path_class": "input port to flip-flop",
    },
    "run": {
        "max_cap_viol_count": 0,
        "stage_log_warnings": 45,
    },
}
-- registers in the layout, summed over array words and instances (netlist names) --
| name | count |
|---|---|
| PC8_W | 32 |
| RFA3W | 5 |
| RegWrite_W | 1 |
| DR_W | 32 |
| AO_W | 32 |
| Res_W | 2 |
| WDsel_W | 2 |
-- synth_stat cells --
library cell / count
sky130_fd_sc_hd__inv_1: 1
sky130_fd_sc_hd__nor2_1: 1
sky130_fd_sc_hd__a21oi_1: 1
sky130_fd_sc_hd__and4bb_2: 1
sky130_fd_sc_hd__a211oi_2: 1
sky130_fd_sc_hd__clkbuf_1: 6
sky130_fd_sc_hd__nand2_1: 1
sky130_fd_sc_hd__nor3_1: 1
sky130_fd_sc_hd__and2_1: 1
sky130_fd_sc_hd__a311oi_1: 1
sky130_fd_sc_hd__dfxtp_1: 106
sky130_fd_sc_hd__or2_2: 4
sky130_fd_sc_hd__and2b_1: 1
sky130_fd_sc_hd__nor4_4: 1
sky130_fd_sc_hd__buf_2: 4
sky130_fd_sc_hd__nor4bb_1: 1
sky130_fd_sc_hd__nand4b_1: 1
sky130_fd_sc_hd__nand3_1: 2
sky130_fd_sc_hd__nor2b_1: 99
sky130_fd_sc_hd__o22ai_1: 1
sky130_fd_sc_hd__buf_6: 1
-- power by group through the flow --
| stage | clock, uW | combinational [uW] | sequential [uW] |
|---|---|---|---|
| CTS | 2060 | 599 | 2370 |
| global route | 2140 | 638 | 2380 |
| finish | 1950 | 581 | 2370 |
-- cells by family (layout without fill, tap and decap cells) --
kind of cell    after synthesis  in the layout  share of synthesized area [%]
simple gates                114            114                           24.9
buf+inv                      12            243                           1.95
other cells                   0              1                              0
compound gates                4              4                           1.10
flops                       106            106                           72.0
-- through the flow --
step	worst slack [ns]	power [uW]
after floorplan	0.842	2500
after global placement	0.245	3010
after detailed placement	0.272	3020
after CTS	0.282	5030
after global routing	0.263	5160
final	0.341	4900
-- layout make-up --
cell class	count	area (sq um)
Fill cell	2247	15300
Timing Repair Buffer	226	2260
Sequential cell	106	2120
Multi-Input combinational cell	118	766
Tap cell	275	344
Clock buffer	10	239
Clock inverter	6	70.1
Inverter	1	3.75
Antenna cell	1	2.50
-- worst paths after layout --
kind | start | endpoint | slack [ns] | cells past startpoint
worst max-delay path | AO_W[27] | AO_W[27] | 0.34 | 1
worst min-delay path | reset | AO_W[5] | 0.53 | 2
-- per-layer routing --
metal	up-vias	part of all wire, %
li1	1178	-
met1	1028	37
met2	150	44
met3	12	17
met4	2	1.3
met5	-	0.13
Power and IR drop assume default switching activity.
